==> design.v <==
module full_adder (
    input a, 
    input b, 
    input cin, 
    output sum, 
    output cout
);
    assign sum = a ^ b ^ cin;  
    assign cout = (a & b) | (b & cin) | (a & cin);  
endmodule
module matrix_multiplication_module (
    input [3:0] A,  
    input [3:0] B,  
    output [7:0] P  
);
    wire [3:0] p0, p1, p2, p3;  
    wire c1, c2, c3, c4, c5, c6, c7, c8, c9, c10, c11;  
    wire [3:0] s1, s2, s3;  
    assign p0 = A & {4{B[0]}};  
    assign p1 = A & {4{B[1]}};  
    assign p2 = A & {4{B[2]}};  
    assign p3 = A & {4{B[3]}};  
    assign P[0] = p0[0];  
    full_adder fa1(.a(p1[0]), .b(p0[1]), .cin(0), .sum(P[1]), .cout(c1));
    full_adder fa2(.a(p1[1]), .b(p0[2]), .cin(c1), .sum(s1[0]), .cout(c2));
    full_adder fa3(.a(p1[2]), .b(p0[3]), .cin(c2), .sum(s1[1]), .cout(c3));
    full_adder fa4(.a(p1[3]), .b(0), .cin(c3), .sum(s1[2]), .cout(c4));
    full_adder fa5(.a(p2[0]), .b(s1[0]), .cin(0), .sum(P[2]), .cout(c5));
    full_adder fa6(.a(p2[1]), .b(s1[1]), .cin(c5), .sum(s2[0]), .cout(c6));
    full_adder fa7(.a(p2[2]), .b(s1[2]), .cin(c6), .sum(s2[1]), .cout(c7));
    full_adder fa8(.a(p2[3]), .b(0), .cin(c7), .sum(s2[2]), .cout(c8));
    full_adder fa9(.a(p3[0]), .b(s2[0]), .cin(0), .sum(P[3]), .cout(c9));
    full_adder fa10(.a(p3[1]), .b(s2[1]), .cin(c9), .sum(P[4]), .cout(c10));
    full_adder fa11(.a(p3[2]), .b(s2[2]), .cin(c10), .sum(P[5]), .cout(c11));
    full_adder fa12(.a(p3[3]), .b(0), .cin(c11), .sum(P[6]), .cout(P[7]));  
endmodule
==> run.sh <==
#!/bin/bash
# OpenROAD 26Q1-2900-gdf79404cd8, Yosys 0.63+post, stock flow scripts
make -C /OpenROAD-flow-scripts/flow DESIGN_CONFIG=/design/flow/config.mk WORK_HOME=/design/flow/orfs finish
==> config.mk <==
export PLATFORM = sky130hd
export DESIGN_NAME = matrix_multiplication_module
export DESIGN_NICKNAME = matrix_multiplication_module
export VERILOG_FILES = /design/flow/design.v
export SDC_FILE = /design/flow/constraint.sdc
export NUM_CORES = 4
export LEC_CHECK = 1
export CORE_AREA = 10 10 70 70
export DIE_AREA = 0 0 80 80
==> constraint.sdc <==
current_design matrix_multiplication_module

set clk_period 6.7
set clk_io_pct 0.2

create_clock -name clk0 -period $clk_period

set non_clock_inputs [all_inputs -no_clocks]
set_input_delay [expr $clk_period * $clk_io_pct] -clock clk0 $non_clock_inputs
set_output_delay [expr $clk_period * $clk_io_pct] -clock clk0 [all_outputs]
==> COMMIT_EDITMSG <==
Update PnR metrics after Yosys + OpenROAD run

- Routed signal wires occupy layers up through met3.
- Met3 routed WL: ~86 um
- Share of the core filled by cells before placement: a little over a tenth
- Post-route fraction of the period consumed by the critical path: a little over nine tenths
- First-iteration detailed-routing DRC count: 9
- Total length of routed met2 wires: 434 um
- After synthesis, the mean cell area works out to around 8.3 um^2.
- In the Yosys stats the netlist draws on 9 distinct library cells.
- Number of filler instances in the final layout: 392
* Final antenna diode count: 0
- Largest net degree at the start of global routing: 5
* Total count of max-transition violations in the final report: 0
* Number of setup buffers added after CTS: 0
* Post-route setup slack: approximately 0.2 ns
- Number of warnings in the stage logs: 32
* Worst vdd rail ir drop: ~0.0093 mV
- In this run the layout overhead on the synthesized area is reported as 58.7%.
- For the pin with the worst max-slew slack, the measured transition is roughly 0.2 ns.
- In this run, post-CTS hold repair placed 0 buffers.
- Number of placement rows: 21
* Type of element capturing the critical path: output pin
- The worst path in the final design needs a cycle of roughly 6.5 ns, including I/O delays and setup.
* Yosys chip area: 358 um^2
- Crit path kind: primary input to output pin
- Data required time at the worst endpoint: between 5 and 6 ns
- Biggest fanout along the worst timing path: 2
* Total count of hold-check failures in the final report: 0
* Storage element area: 0 um^2
- Number of antenna violations at the first check in global routing: 0
* Total global routing track utilization: under 10%
- Vias in the first global route: about 340
- Arrival time of data at the critical path endpoint: 5.16 ns
* Final setup viols: 0
- Counting only logic cells after layout, the most numerous master is sky130_fd_sc_hd__clkdlybuf4s50_1.
- Total number of vias: approximately 300
* Min-delay worst type: primary input to output pin
- The region available for standard cell placement spans 0.00342 mm^2.
* Die Height: 80 um
* Drt via density: between 2 and 3
* Leakage power total: roughly 0.00026 uW
* Placer's final routability congestion estimate: about 0.74
- For this block, the routed nets add up to 787 um of wire.
- Static timing analysis puts the maximum clock frequency at around 0.15 GHz.
* Remaining global-route overflow: 0
- Share of the yosys chip area belonging to registers: 0%
* Post-DP HPWL: around 760 um
- In the per-layer summary, the met1 wirelength comes to approximately 270 um.
* Die footprint: between 0.006 and 0.007 mm^2
- Warnings, synthesis: 6
- The cell area that synthesis handed to floorplanning was between 300 and 400 um^2.
* Synthesized instance count: approximately 43
* Summed negative setup slack over all endpoints: 0 ns
* Count of TritonRoute iterations in the first routing pass: 2
- Wire length of the first global-routing pass: ~1.4 mm
- Dividing the detail-routed wire length by the instance count gives between 7 and 8 um.
- In this run the count of I/O pins placed on the die edge is 16.
* Kind of launch point of the worst setup path: primary input
* Power per standard cell area: 77.1 mW/mm^2
- Setup slack at placement: -0.105 ns
- Yosys stat cell total: 43
- Result of the run: finished, final reports clean
- Detail Route Antenna Nets: 0
- Checking max transition, the worst relative margin is roughly 87%.
* Share of final-layout standard cells stronger than drive strength 1: between 20% and 30%
* Horizontal die dimension: 80 um
- # DRC: 0
* Number of clock buffers in the layout: 0
- Unrepaired setup endpoints after global routing: false
* Maximum Capacitance Violations: 0
- Most frequent cells in the layout: sky130_fd_sc_hd__clkdlybuf4s50_1, sky130_fd_sc_hd__and2_1, sky130_fd_sc_hd__inv_1, sky130_fd_sc_hd__nand2_1, sky130_fd_sc_hd__buf_4
* FFs & Latches: 0
* Count of buffers from port buffering: 16
==> final timing paths <==
path | startpoint | to | slack, ns | cells after the start
max | B[1] | P[7] | 0.20 | 15
min | A[1] | P[1] | 3.63 | 4
==> area by class of cell <==
type,count,area (um^2),area share [%]
inverter,8,30.0,5.29
multi-input combinational,28,285,50.2
tap,46,57.6,10.1
timing repair buffer,21,195,34.4
==> critical path, cell delays in order <==
cell and delay, ns:
sky130_fd_sc_hd__clkdlybuf4s50_1 0.47, sky130_fd_sc_hd__and2_2 0.14, sky130_fd_sc_hd__ha_1 0.14, sky130_fd_sc_hd__inv_1 0.05, sky130_fd_sc_hd__fa_2 0.33, sky130_fd_sc_hd__inv_2 0.06
sky130_fd_sc_hd__fa_1 0.43, sky130_fd_sc_hd__fa_2 0.35, sky130_fd_sc_hd__fa_1 0.48, sky130_fd_sc_hd__inv_1 0.05, sky130_fd_sc_hd__fa_2 0.35, sky130_fd_sc_hd__fa_2 0.33
sky130_fd_sc_hd__inv_1 0.06, sky130_fd_sc_hd__ha_1 0.13, sky130_fd_sc_hd__clkdlybuf4s50_1 0.47
==> Yosys cell counts (all sizes together) <==
| cell | n | area (um^2) |
|---|---|---|
| inv | 8 | 30.0 |
| ha | 4 | 50.1 |
| buf | 7 | 52.6 |
| xor2 | 1 | 8.76 |
| xnor2 | 1 | 8.76 |
| nand2 | 6 | 22.5 |
| fa | 6 | 120 |
| and2 | 10 | 65.1 |
==> routing by layer <==
layer  up-vias  GRT usage, %
met5         -             0
met4         0             0
met3         0         0.682
met2         6          5.30
met1       144          2.82
li1        149             -
==> kinds of logic (layout without fill, tap and decap cells) <==
family | Yosys count | after routing | synth area share, %
XOR/XNOR | 2 | 2 | 4.90
adder cells (fa/ha/maj) | 10 | 10 | 47.6
buffers and inverters | 15 | 29 | 23.1
AND/OR/NAND/NOR | 16 | 16 | 24.5
==> metrics by stage <==
stage                     total power, uW  util (%)  hold slack [ns]  instance area (um^2)  cells
after floorplan                      27.2         -             2.75                   358     43
after global placement               45.9      16.4             3.78                   561    103
after detailed placement             45.9      16.4             3.77                   561    103
after CTS                            45.4      16.4             3.65                   561    103
after global routing                 51.9      16.6             3.69                   568    103
final                                43.8      16.6             3.63                   568    103
==> power by group <==
group	leakage (uW)	internal (uW)	switching, uW	total, uW
Combinational	0.000256	29.1	14.7	43.8
Sequential	0	0	0	0
Clock	0	0	0	0
Total	0.000256	29.1	14.7	43.8
==> what timing repair did <==
action,CTS,global route
setup endpoints to repair,2,3
cloned,0,0
gates resized,3,4
pin swaps,2,1
Power is estimated from default activity; no workload was simulated.
