## ./run.sh

```bash
#!/bin/bash
# OpenROAD 26Q1-2900-gdf79404cd8, Yosys 0.63+post, stock flow scripts
make -C /OpenROAD-flow-scripts/flow DESIGN_CONFIG=/design/flow/config.mk WORK_HOME=/design/flow/orfs finish
```

## ./config.mk

```make
export PLATFORM = sky130hd
export DESIGN_NAME = address_counter
export DESIGN_NICKNAME = address_counter
export VERILOG_FILES = /design/flow/design.v
export SDC_FILE = /design/flow/constraint.sdc
export NUM_CORES = 4
export LEC_CHECK = 1
export CORE_AREA = 10 10 70 70
export DIE_AREA = 0 0 80 80
```

## ./constraint.sdc

```tcl
current_design address_counter

set clk_period 1.6
set clk_io_pct 0.2

create_clock -name clk0 -period $clk_period [get_ports {clk}]

set non_clock_inputs [all_inputs -no_clocks]
set_input_delay [expr $clk_period * $clk_io_pct] -clock clk0 $non_clock_inputs
set_output_delay [expr $clk_period * $clk_io_pct] -clock clk0 [all_outputs]
```

## ./design.v

```verilog
module address_counter(
	input clk,
	input write,
	output wire [5:0] address
);
reg [5:0] temp_address = 0;
always@(posedge clk) begin
	if(write)
	temp_address <= address + 1;
end 
assign address = temp_address;
endmodule
```

==> run_results.csv <==
group,metric,value,unit
layout,area_growth_syn_to_layout,58.3,%
clocking,root_buffer,"sky130_fd_sc_hd__clkbuf_4",
clocking,path_clk_slew,0.04,ns
route,routedWlPerCell,7.25,um
critical_path,crit_path_end_kind,"primary output",
synthesis,synth-warning-count,1,
critical_path,worstPathBufferInverterCount,1,
pwr,power.net_switching,83.2,uW
synthesis,top_area_share,69.9,%
placed_design,globalplace.congestion,0.746,
pwr,internal-power,319,uW
final_timing,setup_violations,0,
synthesis,ys_types,8,
critical_path,critPathLaunchType,"flop",
critical_path,crit_chain,"clkdlybuf4s50_1",
final_timing,worst_slew_margin_rel,82.0,%
final_timing,fin_skew,0.00117,ns
final_timing,worst_slew_pin_slew,0.269,ns
synthesis,top_cells_by_count,"sky130_fd_sc_hd__edfxtp_1, sky130_fd_sc_hd__xnor2_1, sky130_fd_sc_hd__xor2_1",
global_route,grt.total_usage,1.84,%
run,max-cap-violations,0,
clocking,cts.repair.resized,0,
die,die_height,80,um
route,vias_per_cell,2.23,
critical_path,timing_worst_setup_path_type,"reg2out",
die,floorplan.core_area,3420,sq um
pwr,p_leak,0.134,nW
clocking,clock_sinks,6,
global_route,grt_start_max_net_pins,7,
critical_path,r2r_setup_slack,0.49,ns
global_route,grtUsageMet1,2.31,%
pwr,combPwrFrac,13.3,%
final_timing,rsz0062_at_grt,"false",
synthesis,synth_flop_count,6,
route,drtPass1Iterations,4,
synthesis,topCellsByArea,"sky130_fd_sc_hd__edfxtp_1, sky130_fd_sc_hd__xnor2_1, sky130_fd_sc_hd__xor2_1",
die,std_cell_rows,21,
route,first_iter_violations,6,
synthesis,synthMostInstantiatedCell,"sky130_fd_sc_hd__edfxtp_1",
die,ioPinCount,8,
final_timing,layout_min_cycle_time,1.49,ns
layout,biggest_registers_after_layout,"temp_address x6",
synthesis,edf_count,6,
critical_path,critical-path-top-delay-family,"buffers and inverters",
clocking,post_cts_buffers,0,
pwr,powerDensity,987,nW/um^2
synthesis,synth_top_cell_by_area,"sky130_fd_sc_hd__edfxtp_1",
route,n_antenna_cell,0,
global_route,groute.layer.met2.usage,1.85,%
global_route,grt_pass1_vias,198,
route,wirelength,515,um
pwr,power,403,uW
layout,largest_reg_flops,6,
synthesis,synth.yosys.seq_area_share,69.9,%
die,floorplan.core_util,7.55,%
global_route,grt_pass1_wl,883,um
critical_path,timing.critical_path.required,1.28,ns
clocking,cts-hold-fix-buffers,0,
critical_path,critical-path-slowest-cell,"sky130_fd_sc_hd__clkdlybuf4s50_1",
route,detail-route-antenna-nets,0,
clocking,tritoncts,"done",
worst_hold_path,min-delay-path-class,"reg2reg",
global_route,antenna_found_initial,0,
synthesis,syn-instance-count,15,
synthesis,ys.flop_type,"sky130_fd_sc_hd__edfxtp_1",
die,die_width,80,um
layout,n_fill_cell,400,
global_route,gr-total-overflow,0,
pwr,portion_of_total_power_attributed_to_sequential_cells,52.8,%
global_route,groute.layer.met3.usage,2.27,%
route,number_of_design_rule_violations_left_after_detail_routing,0,
layout,final-comb-area,73.8,sq um
placed_design,place.port_buffers,7,
global_route,global_route.peak_usage_layer,"met1",
synthesis,asyncSetResetFlopFracSynth,0,%
die,chipArea,6400,sq um
layout,final-seq-area,180,sq um
clocking,htree_levels,1,
layout,largest-register,"temp_address",
pwr,clock_power_share,33.9,%
pwr,vdd.ir_drop.worst,0.523,mV
synthesis,synth.avg_cell_area,17.2,sq um
layout,post_route_cells_drive_above_1_share,20.0,%
critical_path,crit_path_max_incr_delay,0.51,ns
clocking,number_of_buffers_inserted_during_clock_tree_synthesis,3,
final_timing,timing.setup.tns,0,ns
clocking,clock_tree.buffer_depth,2,
clocking,worstSkewPairLatency,0.24,ns
final_timing,fmaxAchievable,673,MHz
final_timing,final-hold-violation-count,0,
synthesis,yosys.stat.chipArea,258,sq um
pwr,switching_share,20.7,%
run_status,run_status,"complete, no violations",
run,stage_log_warnings,25,
synthesis,synth_area,258,sq um
route,num_vias,158,
synthesis,ys_cells,15,
critical_path,critPathMaxFanout,4,
final_timing,final_slew_viol_count,0,
critical_path,worst-endpoint-arrival,1.17,ns
final_timing,finalClockPeriodUsage,92.9,%
-- through the flow --
| stage | cell area [sq um] | setup WS [ns] | util [%] | cells | hold WS (ns) |
|---|---|---|---|---|---|
| after floorplan | 258 | 0.581 | - | 15 | 0.432 |
| after global placement | 385 | 0.357 | 11.3 | 68 | 0.581 |
| after detailed placement | 385 | 0.324 | 11.3 | 68 | 0.587 |
| after CTS | 408 | 0.0850 | 11.9 | 71 | 0.602 |
| after global routing | 408 | 0.0404 | 11.9 | 71 | 0.621 |
| final | 408 | 0.114 | 11.9 | 71 | 0.591 |
-- metal layers --
metal / vias up / wire length, um
met5: - / 0
met3: 0 / 102
met2: 11 / 132
li1: 74 / -
met1: 73 / 280
met4: 0 / 0
-- final cells by class --
class / count / share of cell area [%]
multi-input combinational: 8 / 18.1
inverter: 1 / 0.920
timing repair buffer: 7 / 17.2
clock buffer: 3 / 5.52
sequential: 6 / 44.2
tap: 46 / 14.1
-- power groups by stage --
stage / clock network, mW / registers [mW] / logic, mW
after CTS: 0.141 / 0.213 / 0.0550
after global routing: 0.151 / 0.216 / 0.0608
final: 0.136 / 0.213 / 0.0536
-- kinds of logic after synthesis --
kind of cell | Yosys count | share of synthesized area [%]
AND/OR/NAND/NOR | 3 | 10.2
adder cells (fa/ha/maj) | 1 | 4.85
XOR/XNOR | 4 | 13.6
buffers and inverters | 1 | 1.45
flip-flops | 6 | 69.9
-- cells in the final DEF, fill, tap and decap left out --
master / count
sky130_fd_sc_hd__and3_4: 1
sky130_fd_sc_hd__clkbuf_4: 3
sky130_fd_sc_hd__clkdlybuf4s50_1: 7
sky130_fd_sc_hd__edfxtp_1: 6
sky130_fd_sc_hd__ha_1: 1
sky130_fd_sc_hd__inv_1: 1
sky130_fd_sc_hd__nand3_1: 1
sky130_fd_sc_hd__nand3_2: 1
sky130_fd_sc_hd__xnor2_1: 2
sky130_fd_sc_hd__xor2_1: 2
-- path summary, 6_finish.rpt --
check,start,endpoint,cells after the start
worst max register to register,temp_address[0],temp_address[4],3
worst max-delay path,temp_address[3],address[3],1
worst min register to register,temp_address[5],temp_address[5],1
worst min-delay path,temp_address[5],temp_address[5],1
Power figures rest on the tool's default switching activity, not on a simulated workload.
