==> flow/design.v <==
module FSM(clock, start, reset, entry_count, multiply_matrix, load_matrix, add, done);
input clock;
input start;
input reset;
input [3:0] entry_count;
output reg multiply_matrix;
output reg load_matrix;
output reg add;
output reg done;
reg [1:0] current_state, next_state;
parameter Idle = 2'b00;
parameter Multiply = 2'b01;
parameter Accumulate = 2'b10;
parameter Store = 2'b11;
always @(posedge clock or posedge reset) begin
    if (reset)
        current_state <= Idle;
    else
        current_state <= next_state;
end
always @(*) begin
    case (current_state)
        Idle: begin
            if (start)
                next_state = Multiply;
            else
                next_state = Idle;
        end
        Multiply: begin
            if (entry_count == 4'd7)
                next_state = Accumulate;
            else
                next_state = Multiply;
        end
        Accumulate: begin
            next_state = Store;
        end
        Store: begin
            next_state = Idle;
        end
        default: begin
            next_state = Idle;
        end
    endcase
end
always @(*) begin
    multiply_matrix = 1'b0;
    load_matrix = 1'b0;
    add = 1'b0;
    done = 1'b0;
    case (current_state)
        Idle: begin
        end
        Multiply: begin
            multiply_matrix = 1'b1;
            load_matrix = 1'b1;
        end
        Accumulate: begin
            add = 1'b1;
        end
        Store: begin
            done = 1'b1;
        end
        default: begin
        end
    endcase
end
endmodule
module MatrixA(
input clk,
input [11:0] matrixA,
input [3:0] entry_out,
output reg [2:0] element
);
always@(negedge clk) begin
	case(entry_out) 
		0,2: begin element <= (matrixA[2:0]); end 
		1,3: begin element <= (matrixA[5:3]); end 
		4,6: begin element <= (matrixA[8:6]); end 
		5,7: begin element <= (matrixA[11:9]); end 
		default: begin  element <= 3'b0; end 
	 endcase
end
endmodule 
module MatrixB(
	input clk,
	input [11:0] matrixB,
	input [3:0] entry_out,
	output reg [2:0] element
);
always@(negedge clk) begin
	case(entry_out) 
		0,4:element <= (matrixB[2:0]);
		1,5:element <= (matrixB[8:6]);
		2,6:element <= (matrixB[5:3]);
		3,7:element <= (matrixB[11:9]);
		default: element <= 3'b0;
	endcase
end
endmodule 
module Matrix_Multiplier(
	input [11:0] matrix_A,
	input [11:0] matrix_B,
	input clock,
	input start,
	input reset,
	output [23:0] matrix_result,
	output [3:0] matrix_count
);
wire [2:0] element_A;
wire [2:0] element_B;
wire [3:0] AB_entries;
wire write;
wire multiply_matrix;
wire [5:0] multiply_out;
wire update_regfile;
wire [47:0] regfile_contents;
wire start_add;
wire [23:0] adder_result;
wire addition_done;
FSM fsm(.clock(clock), .start(start), .reset(reset), .entry_count(AB_entries),.multiply_matrix(multiply_matrix) ,.load_matrix(write), .add(start_add), .done(addition_done));
status_reg statusREG(.clk(clock),.reset(reset),.multiply(multiply_matrix),.entry_out(AB_entries));
MatrixA mata(.clk(clock),.matrixA(matrix_A), .entry_out(AB_entries), .element(element_A));
MatrixB matb(.clk(clock),.matrixB(matrix_B), .entry_out(AB_entries), .element(element_B));
Multiplier multiplier(.elementA(element_A), .elementB(element_B), .multiply_out(multiply_out));
RegFile regfile(.reset(reset),.clk(clock), .product_in(multiply_out), .reg_specifier(AB_entries), .update_reg(write), .contents(regfile_contents));  
matrix_addition accumulator(.matrix(regfile_contents), .matrix_result(adder_result));
result_handler result_handler(.D(adder_result), .reset(reset), .done(addition_done), .Q(matrix_result), .address(matrix_count));
endmodule 
module Multiplier #(
    parameter DATA_WIDTH = 3
)
(	 
   input wire [DATA_WIDTH-1:0] elementA,
   input wire [DATA_WIDTH-1:0] elementB,
   output reg [DATA_WIDTH+3:0] multiply_out
);
    reg [DATA_WIDTH*2-1:0] in_mat1_ext;
    reg [DATA_WIDTH*2-1:0] in_mat2_ext;
    reg [DATA_WIDTH*4-1:0] full_product;
    always @(*) begin
        in_mat1_ext = { {DATA_WIDTH{elementA[DATA_WIDTH-1]}}, elementA };   
        in_mat2_ext = { {DATA_WIDTH{elementB[DATA_WIDTH-1]}}, elementB };   
        full_product = in_mat1_ext * in_mat2_ext;
        multiply_out = full_product[DATA_WIDTH*2-1:0];
    end
endmodule
module RegFile(
	input reset,
	input clk,
	input [5:0] product_in,
	input [3:0] reg_specifier,
	input update_reg,
	output reg [47:0] contents
);
always@(posedge clk, posedge reset) begin
if (reset) begin
    contents[47:42] <= 6'b000_000;
    contents[41:36] <= 6'b000_000;
    contents[35:30] <= 6'b000_000;
    contents[29:24] <= 6'b000_000;
    contents[23:18] <= 6'b000_000;
    contents[17:12] <= 6'b000_000;
    contents[11:6] <= 6'b000_000;
    contents[5:0] <= 6'b000_000;
end
else begin
	if(update_reg)begin
		case (reg_specifier)
    		 3'd0: contents[5:0] <= product_in;        
    		 3'd1: contents[11:6] <= product_in;       
  			 3'd2: contents[17:12] <= product_in;     
   		 3'd3: contents[23:18] <= product_in;      
    		 3'd4: contents[29:24] <= product_in;      
    		 3'd5: contents[35:30] <= product_in;      
  			 3'd6: contents[41:36] <= product_in;     
    		 3'd7: contents[47:42] <= product_in;     
   		 default: contents <= contents;           
	 endcase
end else begin
	 contents[47:42] <= contents[47:42];
	 contents[41:36] <= contents[41:36];
	 contents[35:30] <= contents[35:30];
	 contents[29:24] <= contents[29:24];
	 contents[23:18] <= contents[23:18];
	 contents[17:12] <= contents[17:12];
	 contents[11:6] <= contents[11:6];
	 contents[5:0] <= contents[5:0];
		end
	end
end
endmodule
module matrix_addition(
    input [47:0] matrix,  
    output reg [23:0] matrix_result  
);
always @(*) begin
    matrix_result[5:0] = matrix[11:6] + matrix[5:0];
    matrix_result[11:6] = matrix[23:18] + matrix[17:12];
    matrix_result[17:12] = matrix[35:30] + matrix[29:24];
    matrix_result[23:18] = matrix[47:42] + matrix[41:36];
end
endmodule
module result_handler(
    input [23:0] D,
    input reset,
    input done,
    output reg [23:0] Q,
    output reg [3:0] address
);
always @(posedge reset or posedge done) begin
    if (reset) begin
        address <= 4'b0000;   
        Q <= 24'b0;   
    end else if (done) begin
        Q <= D;   
        address <= address + 4'd1;   
    end
end
endmodule
module status_reg(clk,reset,multiply,entry_out);
input clk;
input reset;
input multiply;
output reg [3:0] entry_out;
always@(posedge clk) begin
	if(reset)
		entry_out <= 4'd0;
	else if(multiply) 
		entry_out <= entry_out + 4'd1;
	else 
		entry_out <= 4'd0;
end
endmodule
==> flow/run.sh <==
#!/bin/bash
# OpenROAD 26Q1-2900-gdf79404cd8, Yosys 0.63+post, stock flow scripts
make -C /OpenROAD-flow-scripts/flow DESIGN_CONFIG=/design/flow/config.mk WORK_HOME=/design/flow/orfs finish
==> flow/config.mk <==
export PLATFORM = sky130hd
export DESIGN_NAME = Matrix_Multiplier
export DESIGN_NICKNAME = Matrix_Multiplier
export VERILOG_FILES = /design/flow/design.v
export SDC_FILE = /design/flow/constraint.sdc
export NUM_CORES = 4
export LEC_CHECK = 1
export CORE_UTILIZATION = 50
==> flow/constraint.sdc <==
current_design Matrix_Multiplier

set clk_period 4.2
set clk_io_pct 0.2

create_clock -name clk0 -period $clk_period [get_ports {clock}]

set non_clock_inputs [all_inputs -no_clocks]
set_input_delay [expr $clk_period * $clk_io_pct] -clock clk0 $non_clock_inputs
set_output_delay [expr $clk_period * $clk_io_pct] -clock clk0 [all_outputs]
==> metrics.csv <==
stage,metric,value,unit
clock_network,CTS tree,done,
route,vias per cell,5.06,
setup_path,crit path from,mata.element[2],
global_routing,total grt overflow,0,
sta,max-slew violation count,0,
route,Total Wirelength,7.13,mm
floorplanning,Die X,93.3,µm
min_path,Hold/Removal Path Class,register to register,
clock_network,"Hold-fix buffers, CTS",0,
route,routed len/inst,13.8,µm
floorplanning,die area,0.00870,mm²
setup_path,CP required,4410,ps
logic_synthesis,yosys cell count,337,
setup_path,R2R Path Start,mata.element[2],
cells_and_area,# fillers,612,
setup_path,Startpoint Class,register,
min_path,Hold EP,fsm.current_state[3],
min_path,worst hold start,fsm.current_state[1],
sta,register pins left without a clock,28,
route,Initial DRT Pass Iterations,6,
setup_path,Crit. End Element,register,
place,Detailed Place HPWL,5.37,mm
run,OpenROAD warnings,38,
clock_network,CTS H-Tree Depth,3,
setup_path,flop-to-flop setup slack,-460,ps
setup_path,slowest CP cell,fa_1,
route,# DRC,0,
logic_synthesis,Synth Instances,337,
cells_and_area,layout cells sized above 1,20.5,%
power_and_ir_drop,pwr dens,511,mW/mm²
clock_network,CTS Buffer Depth,2,
cells_and_area,cell area after layout,0.00520,mm²
cells_and_area,Finished Layout Cells,516,
setup_path,crit-path cells,nand2_2 -> inv_2 -> fa_1 -> ha_1 -> ha_2 -> inv_2 -> fa_2 -> xnor2_4 -> xnor2_4 -> mux2_4,
setup_path,FF-to-FF path depth,10,
logic_synthesis,Post-Synthesis Cell Area,0.00416,mm²
clock_network,clk latency of the worst-skew pair,370,ps
place,# port buffers,54,
sta,endpoints left unconstrained,56,
logic_synthesis,Mapped Avg Cell Area,12.4,µm²
route,antenna diode count,0,
logic_synthesis,Synth warnings,9,
power_and_ir_drop,VDD IR max,245,µV
floorplanning,# IOs,55,
logic_synthesis,"Seq share, synth",52.9,%
logic_synthesis,Yosys reg bits,90,
setup_path,CP bufs+invs,2,
power_and_ir_drop,Pleak,0.00252,µW
route,Final ANT Viol Nets,0,
sta,slew margin rel.,63.5,%
sta,Fin Clk Skew,46.8,ps
setup_path,peak per-stage delay on the critical path,470,ps
logic_synthesis,yosys stat area,0.00416,mm²
place,placed cell area,0.00489,mm²
clock_network,Root Buffer,clkbuf_8,
setup_path,Setup CP Type,register to register,
global_routing,first-pass GRT wire length,12.3,mm
power_and_ir_drop,Pwr Total,2660,µW
sta,setup ws final,-459,ps
setup_path,crit path DAT,4870,ps
route,DR vias,2612,
sta,RSZ-0062 raised after global routing,yes,
global_routing,initial antenna violation count,0,
floorplanning,Rows,32,
cells_and_area,sequential standard cell area,0.00221,mm²
outcome,status,"complete, but fails checks",
place,Placed Instances,493,
logic_synthesis,distinct lib cells,31,
setup_path,crit-path max FO,8,
sta,Tightest Pin Transition,546,ps
floorplanning,fp_density,52.8,%
sta,Hold Fails Final Rpt,0,
floorplanning,die height,93.3,µm
outcome,failing checks,negative setup slack,
run,max-cap violations,0,
sta,Final setup viols,24,
setup_path,FF-to-FF End,regfile.contents[23],
place,RePlAce Congestion,0.834,
clock_network,"Reg clk slew, reported paths",70,ps
global_routing,number of global-route vias before repair,2606,
cells_and_area,Layout Utilization,66.0,%
global_routing,pin count of the biggest net entering global routing,31,
floorplanning,core box area,0.00789,mm²
clock_network,Num CTS Buffers,9,
global_routing,overall routing resource usage,19.0,%
cells_and_area,Layout area overhead,25.0,%
min_path,hold path depth,0,
setup_path,CP top delay family,adder cells,
route,Initial DRC Count,51,
cells_and_area,Logic cell area,0.00193,mm²
## metrics by stage
| step | TNS, ps | hold WS (ps) | worst slack (ps) |
|---|---|---|---|
| 2_1_floorplan | -3870 | 421 | -322 |
| 3_3_place_gp | -6570 | 438 | -392 |
| 3_5_place_dp | -7640 | 438 | -441 |
| 4_1_cts | -7410 | 453 | -454 |
| 5_1_grt | -7890 | 474 | -552 |
| 6_report | -6190 | 456 | -459 |
## where the power goes
part | total, µW | internal [µW] | switching [µW]
registers | 954 | 827 | 127
logic | 1120 | 575 | 541
clock network | 591 | 359 | 232
total | 2660 | 1760 | 900
## logic make-up after synthesis
logic type	Yosys count	synth area share [%]
simple gates	54	7.21
flops	90	52.9
mux	33	8.92
xor+xnor	27	5.68
compound gates	65	9.65
fa+ha+maj	38	12.9
buf+inv	30	2.76
## metal layers
layer / global-route usage, % / up-vias / routed length, µm / share of wire [%]
met5: 0 / - / 0 / 0
met1: 30.8 / 1250 / 3540 / 50
li1: - / 1304 / - / -
met4: 2.56 / 0 / 87 / 1.2
met3: 2.48 / 7 / 197 / 2.8
met2: 29.9 / 51 / 3300 / 46
## state kept, by name, summed over array words and instances, names as in the netlist
name and count:
result_handler.Q 24, regfile.contents 48, result_handler.address 4, statusREG.entry_out 4, matb.element 3, fsm.current_state 4, mata.element 3
## worst max path at each step
| stage | to | slack (ps) | depth (start not counted) |
|---|---|---|---|
| after CTS | regfile.contents[11] | -450 | 10 |
| after global routing | regfile.contents[11] | -550 | 10 |
| final | regfile.contents[23] | -460 | 10 |
## area by class of cell
cell class | instances | share of cell area [%]
clock buffers | 13 | 3.25
clock inverters | 9 | 1.49
inverters | 22 | 1.59
multi-input cells | 217 | 37.0
flip-flops and latches | 90 | 42.5
well taps | 102 | 2.45
repair buffers | 63 | 11.7
## cell usage in the layout, fill, tap and decap left out, types with 15 or more instances in the layout
| cell type | n |
|---|---|
| dfrtp_1 | 79 |
| clkdlybuf4s50_1 | 54 |
| mux2_2 | 31 |
| ha_1 | 29 |
| inv_1 | 25 |
| nand2_1 | 22 |
| xnor2_1 | 17 |
| a21oi_1 | 15 |
## synthesized netlist by cell type, drive strengths merged
| cell type | instances | area share, % |
|---|---|---|
| a22o | 1 | 0.21 |
| nand3 | 8 | 1.7 |
| xnor2 | 19 | 4.0 |
| nor2 | 9 | 0.81 |
| xor2 | 8 | 1.7 |
| clkbuf | 5 | 0.45 |
| and2 | 3 | 0.45 |
| dfrtp | 79 | 47 |
| a21oi | 15 | 1.8 |
| nor3 | 3 | 0.63 |
| dfstp | 1 | 0.63 |
| dfxtp | 10 | 4.8 |
| nand4b | 1 | 0.36 |
| a211oi | 4 | 0.72 |
| o21ai | 20 | 2.4 |
| a21o | 9 | 1.6 |
| fa | 8 | 3.8 |
| inv | 23 | 2.1 |
| buf | 2 | 0.24 |
| mux2 | 33 | 8.9 |
| nand4bb | 1 | 0.27 |
| nor2b | 2 | 0.30 |
| nand2 | 23 | 2.1 |
| ha | 30 | 9.0 |
| and3 | 1 | 0.15 |
| nand2b | 2 | 0.30 |
| o21bai | 4 | 0.72 |
| or4 | 1 | 0.18 |
| a22oi | 12 | 2.2 |
## timing repair
| item | in CTS | in global routing |
|---|---|---|
| endpoints found under the setup margin | 32 | 24 |
| setup buffers | 2 | 0 |
| gates resized | 6 | 8 |
| pin swaps | 4 | 0 |
Power figures rest on the tool's default switching activity, not on a simulated workload.
